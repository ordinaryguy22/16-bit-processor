==> ./design.v <==
module data_mem(clk,rst,wr_en,read_en,data_in,address,data_out);
 input clk,rst;
 input wr_en,read_en;
 input [15:0] data_in,address;
 reg [15:0] data_internal;
 output [15:0] data_out;
 reg [15:0] ram [9:0];
 integer k;
always@(posedge clk, posedge rst)
begin
if (rst==1)
for(k=0; k<10;k=k+1)
 begin
 ram[k]<=k+16384;
 end
 else if(wr_en==1)
 ram[address]<=data_in;
end
always@(*)
begin
if(read_en==1)
 data_internal=ram[address];
end
 assign data_out=data_internal;
 endmodule
==> ./run.sh <==
#!/bin/bash
# OpenROAD 26Q1-2900-gdf79404cd8, Yosys 0.63+post, stock flow scripts
make -C /OpenROAD-flow-scripts/flow DESIGN_CONFIG=/design/flow/config.mk WORK_HOME=/design/flow/orfs finish
==> ./config.mk <==
export PLATFORM = sky130hd
export DESIGN_NAME = data_mem
export DESIGN_NICKNAME = data_mem
export VERILOG_FILES = /design/flow/design.v
export SDC_FILE = /design/flow/constraint.sdc
export NUM_CORES = 4
export LEC_CHECK = 1
export CORE_UTILIZATION = 50
==> ./constraint.sdc <==
current_design data_mem

set clk_period 1.2
set clk_io_pct 0.2

create_clock -name clk0 -period $clk_period [get_ports {clk}]

set non_clock_inputs [all_inputs -no_clocks]
set_input_delay [expr $clk_period * $clk_io_pct] -clock clk0 $non_clock_inputs
set_output_delay [expr $clk_period * $clk_io_pct] -clock clk0 [all_outputs]
==> summary.txt <==
Implementation progress

Counting stages on the worst path, the most repeated cell is sky130_fd_sc_hd__buf_6. The number of nets with antenna violations after detailed routing stands at 0. The die width stands at 129 um. STA classifies the critical path startpoint as an input port. The number of search-and-repair iterations in the first detailed-routing pass stands at 5. Summed over all layers, the routed wires come to 20700 um.

Looking at the setup timing report, the critical path kind is in2reg. The height of the die stands at 129 um. The final-layout fill cell count stands at 1181.

The fraction of the mapped netlist area in simple logic gates stands at 0.0726. For the completed layout, the total cell area is recorded as 0.0103 mm^2. Per the skew report, the later register of the worst-skew pair sees a clock latency of 0.42 ns. The pin count of the biggest net entering global routing stands at 55. For this run, the total global-route usage over all layers was measured as 0.282. After layout, the minimum clock period comes to 1.19 ns.

In the CTS report, the clock slew at the register clock pins of the worst setup and hold paths is listed as 0.06 ns. Buffers inserted during clock tree synthesis total 17. In the post-synthesis netlist, the biggest area contributors are sky130_fd_sc_hd__dfrtp_1 42%, sky130_fd_sc_hd__mux2_2 20%, sky130_fd_sc_hd__dfstp_2 8.1%. The synthesis report names the predominant flop master as sky130_fd_sc_hd__dfrtp_1. The chip area line in the Yosys stat output reads 0.00808 mm^2. After layout, the setup clock skew is reported as 0 ns. The flow reported a cell area power density of 1570 mW/mm^2. The H-tree generated during clock tree synthesis spans 4 levels. The maximum achievable frequency stands at 840 MHz. The average detailed-routed wire length per instance stands at 22.0 um.

The tally of max-capacitance violations stands at 0. The initial antenna violation count stands at 0. Counting instances in the post-synthesis netlist gives the leading cell types as 143 x sky130_fd_sc_hd__mux2_2, 135 x sky130_fd_sc_hd__dfrtp_1, 25 x sky130_fd_sc_hd__dfstp_2. Counting flops with an async set or reset pin after synthesis yields a share of 0.909. The synthesized design contains 0 enable-type register cells. The min-delay analysis places its worst path in the category in2async. Setup repair after global routing left no endpoint under its margin. The synthesized area per cell stands at 12.8 um^2. The synthesis log from Yosys contains 2 warnings. 32 endpoints have no timing constraint. In the synthesized netlist, the dominant kind of combinational cell is multiplexers.

STA classifies the critical path endpoint as a register. The required time at the endpoint of the critical path stands at 1.50 ns. The leakage dissipation stands at 4.47 nW. The number of warnings reported in the stage logs is 38.

Row generation in the floorplan step produced 46 rows. The overall power of the completed layout stands at 0.0161 W. The most frequently used library cell after synthesis is sky130_fd_sc_hd__mux2_2. The timing report shows that the slowest cell on the worst path is sky130_fd_sc_hd__mux2_4. The floorplan step defined a core boundary enclosing 0.0158 mm^2. The multiplexer fraction of the synthesized cell area stands at 0.245. Looking at area per cell type in the netlist, the leader is sky130_fd_sc_hd__dfrtp_1. Global routing finished with a remaining overflow of 0. The placer's final routability congestion estimate stands at 0.830. The final timing report lists a max-slew violation count of 0.

The mapped cell area stands at 0.00808 mm^2. The arrival time of data at the critical path endpoint stands at 1.49 ns. In this run the clock root is driven by a sky130_fd_sc_hd__clkbuf_16.

Of the post-synthesis cell area, the dominant cell type holds 0.418. The number of inserted diodes stands at 0. The final setup violation count stands at 0.

The flow ran to the end, and the final reports show no timing, DRC or antenna violations. The violation count after the first detailed-route iteration stands at 288. The total die area stands at 0.0167 mm^2. The number of cells after detailed placement stands at 900. Synthesis instantiated 60 different standard cells from the library.

The share of the core filled with cells in the final layout stands at 0.648. The peak supply drop stands at 0.00101 V. Per the synthesis report, the adder-cell share of the synthesized area is 0. The number of hold violations in the final report stands at 0. The routed via count divided by cell count stands at 5.84. The floorplan-stage core utilization stands at 0.511. TritonCTS built the clock tree. The delay contributed by the slowest stage of the critical path stands at 0.31 ns. The final total negative setup slack stands at 0 ns. The critical path goes through clkdlybuf4s15_1, buf_6, buf_6, nand2_4, nor3_4, buf_6, mux2_4.

The wire length of the first global-routing pass stands at 33100 um. The cell area after placement stands at 0.00954 mm^2. The synthesized netlist was found by Yosys to have 632 cells. The parity-gate share of the synthesized area counting xor and xnor cells stands at 0. The estimated wirelength of the detail-placed design stands at 13400 um. Counting along the longest clock path gives a buffer depth of 2. Synthesis produced 632 cells. Per the final layout report, the fraction of cells sized above drive strength 1 comes to 0.452. The number of design rule violations left after detail routing stands at 0. The floorplan report gives the top-level pin count as 52. The number of global-route vias before repair stands at 5677. The transition time of the tightest slew-check pin stands at 0.720 ns.

The timer found 16 register pins that no clock reaches; their paths are not timed. The post-synthesis compound-gate area fraction stands at 0.111. The count of buffers from port buffering stands at 39. The max-slew check reports its worst relative slack as 0.519. The via total after detailed routing stands at 5485. The register bit count reported by yosys stands at 176. Per the timing report, the biggest fanout along the worst path comes to 7. The count of non-filler cells in the finished layout stands at 940. The fraction of the cycle the final worst path needs stands at 0.992. The flow measured a signed area growth from synthesis to layout of 27.0%.
[routing by layer]
| layer | vias up | global-route usage | share of wire |
|---|---|---|---|
| met1 | 2802 | 0.447 | 0.46 |
| met3 | 18 | 0.0740 | 0.066 |
| met2 | 173 | 0.423 | 0.46 |
| met5 | - | 0 | 0 |
| met4 | 0 | 0.0408 | 0.014 |
| li1 | 2492 | - | - |
[metrics by stage]
stage	hold WS (ns)	setup WS, ns
floorplan	0.450	-1.05
global placement	0.468	-0.757
detailed placement	0.475	-0.757
CTS	0.255	0.0306
global route	0.294	0.00399
finish	0.269	0.00952
[final cells by class]
type	instances	area, um^2	share of cell area
sequential	176	4280	0.417
clock buffer	23	478	0.0466
tap	216	270	0.0263
multi-input combinational	391	3820	0.372
timing repair buffer	119	1280	0.125
clock inverter	9	108	0.0105
inverter	6	27.5	0.00268
[report_power, final]
part	switching [W]	leakage, nW	internal (W)
registers	0.000704	2.04	0.00688
clock network	0.00212	0.271	0.00322
logic	0.00117	2.16	0.00201
[cell families after synthesis]
| group | Yosys count |
|---|---|
| multiplexers | 177 |
| flip-flops | 160 |
| AND-OR/OR-AND | 119 |
| AND/OR/NAND/NOR | 95 |
| buffers and inverters | 65 |
| latches | 16 |
[worst max-delay path: cells and delay by family]
kind                   cells  cell delay [ns]
muxes                      1             0.31
and+or+nand+nor            2             0.29
buffers and inverters      4             0.64
[state kept, by name (all words and copies together) (netlist names)]
register	flops
data_internal	16
ram	160
[worst paths after layout]
kind                            start          to  slack (ns)  cells past startpoint
min in group clk0           ram[9][2]   ram[9][2]        0.49                      1
hold reg to reg             ram[9][2]   ram[9][2]        0.49                      1
setup reg to reg           ram[1][13]  ram[1][13]        0.41                      1
setup / recovery                wr_en  ram[7][11]        0.01                      7
max in group asynchronous         rst  ram[9][14]        0.53                      3
hold / removal                    rst   ram[7][5]        0.27                      3
[layout by cell type (no fill, tap or decap), drive strengths merged, types with 3 or more instances in the layout]
cell type	n
mux2	167
dfrtp	135
buf	84
clkdlybuf4s50	34
nor2	27
dfstp	25
clkbuf	23
a21oi	21
nand2	19
dlxtp	16
a21o	12
o21ai	12
nand3	12
nor2b	11
a32oi	10
mux2i	10
a221oi	8
nand2b	8
a32o	7
clkinvlp	6
a31oi	5
o32a	5
o22ai	5
nor3	4
a22o	4
inv	4
clkinv	3
a221o	3
a222oi	3
a2bb2oi	3
a2111oi	3
a211oi	3
o211ai	3
[what timing repair did]
| item | CTS | global route |
|---|---|---|
| hold buffers | 0 | 0 |
| pin swaps | 3 | 1 |
| gates cloned | 2 | 0 |
| setup endpoints to repair | 160 | 21 |
| setup buffers | 7 | 0 |
| endpoints found under the hold margin | 0 | 0 |
| gates resized | 19 | 1 |
No activity file was given, so power comes from the tool's default toggle rates.
