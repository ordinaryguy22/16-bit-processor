==> /design/flow/design.v <==
module pc_main(clk,rst,j_sele,pc_sele,adr_in,funct,neg,zer,ovf,car,label,pc_out);
 input clk,rst,j_sele,pc_sele;
 input [8:0] adr_in,label;
 input [2:0] funct;
 input neg,zer,ovf,car;
 reg [7:0] pc;
 output [7:0] pc_out;
 wire [7:0] incr;
 always@(posedge clk, posedge rst)
 begin
 if(rst==1)
 	pc<=0;
 else if(j_sele==0 & pc_sele==0)
 	pc<=incr;
 else if(j_sele==1 & pc_sele==0)
 	pc<=pc+adr_in;
 else if(j_sele==0 & pc_sele==1)
	if (funct==1 && neg==1)
 	pc<=label;
	else if (funct==2 && zer==1)
 	pc<=label;
	else if (funct==3 && ovf==1)
 	pc<=label;
	else if (funct==4 && car==1)
 	pc<=label;
 end
 assign incr=pc+1;
 assign pc_out=pc;
 endmodule
==> /design/flow/run.sh <==
#!/bin/bash
# OpenROAD 26Q1-2900-gdf79404cd8, Yosys 0.63+post, stock flow scripts
make -C /OpenROAD-flow-scripts/flow DESIGN_CONFIG=/design/flow/config.mk WORK_HOME=/design/flow/orfs finish
==> /design/flow/config.mk <==
export PLATFORM = sky130hd
export DESIGN_NAME = pc_main
export DESIGN_NICKNAME = pc_main
export VERILOG_FILES = /design/flow/design.v
export SDC_FILE = /design/flow/constraint.sdc
export NUM_CORES = 4
export LEC_CHECK = 1
export CORE_AREA = 10 10 98 98
export DIE_AREA = 0 0 108 108
==> /design/flow/constraint.sdc <==
current_design pc_main

set clk_period 2.9
set clk_io_pct 0.2

create_clock -name clk0 -period $clk_period [get_ports {clk}]

set non_clock_inputs [all_inputs -no_clocks]
set_input_delay [expr $clk_period * $clk_io_pct] -clock clk0 $non_clock_inputs
set_output_delay [expr $clk_period * $clk_io_pct] -clock clk0 [all_outputs]
==> impl_metrics.py <==
# Synthesis and PnR figures
metrics = {
    "critical_path": {
        "critical_path.endpoint": "pc[6]$_DFFE_PP0P_",
        "worstPathArrival_ns": 2.48,
        "worstPathRequired_ns": 2.99,
        "reg2reg_slack_ns": 0.86,
        "crit_path_start_kind": "primary input",
        "startpoint": "adr_in[0]",
        "rr_worst_depth": 8,
        "timing.critical_path.fanout_max": 3,
        "crit_type": "in -> reg",
        "timing.rr.end": "pc[6]$_DFFE_PP0P_",
        "cp-end-kind": "flop",
        "timing.rr.start": "pc[0]$_DFFE_PP0P_",
    },
    "floorplan": {
        "die_height_um": 108,
        "initCoreUtil": 0.123,
        "die_w_um": 108,
        "core_um2": 7650,
        "die_area_um2": 11700,
        "num_rows": 32,
        "pin_count": 37,
    },
    "pwr": {
        "p_switching_mw": 0.232,
        "p_per_area_nw_per_um2": 452,
        "switching_share": 0.353,
        "comb_power_share": 0.526,
        "p_seq_frac": 0.282,
        "p_int_mw": 0.425,
        "power.leakage_nw": 0.570,
        "irDropWorstVdd_mv": 0.130,
        "clkPwrFrac": 0.192,
    },
    "synth": {
        "yosys_warnings": 1,
        "ys_cells": 119,
        "avgSynthCellArea_um2": 7.89,
        "synth_area_um2": 938,
        "synth_cells": 119,
        "ys_chip_area_um2": 938,
        "ys_ff": 8,
        "ys_types": 38,
        "ys_seq_share": 0.213,
    },
    "global_route": {
        "grt_pass1_wl_mm": 5.03,
        "grt_max_degree": 15,
        "antenna_found_initial": 0,
        "grt.total_usage": 0.0533,
        "grt_pass1_vias": 1110,
        "grt.overflow.total": 0,
    },
    "sta": {
        "setup_tns_ns": 0,
        "setup_violations": 0,
        "rsz0062_at_grt": "no",
        "worstMarginPinSlew_ns": 0.521,
        "finClkSkew_ns": 0.000407,
        "finalCriticalPeriod_ns": 2.39,
        "hold_viol_final": 0,
        "maxSlewHeadroom": 0.652,
        "finalMaxSlewViolations": 0,
        "fmax_mhz": 419,
        "fin_crit_sh": 0.823,
        "hold_ws_ns": 0.603,
    },
    "routing": {
        "routed_via_density": 3.88,
        "routed_wl_mm": 3.09,
        "wire_per_inst_um": 12.0,
        "drc_errors": 0,
        "postRouteAntennaNets": 0,
        "dr.pass1.iters": 4,
        "dr_total_vias": 1002,
        "diodes": 0,
        "drt_iter0_markers": 26,
    },
    "placement": {
        "finalWeightedCongestion": 0.826,
        "place_inst": 255,
        "dpl.hpwl_mm": 2.69,
        "io_buffers": 34,
        "place_area_um2": 1410,
    },
    "status": {
        "status": "finished, final reports clean",
    },
    "cts": {
        "cts_repair_resize_count": 0,
        "clkLatencyLatePin_ns": 0.22,
        "clk_pin_slew_worst_paths_ns": 0.04,
        "cts_tree": "built",
        "cts_buffer_depth": 2,
        "clkSinkCount": 8,
        "cts_setup_buffers": 0,
        "h-tree-depth": 1,
        "clockRootBuffer": "clkbuf_8",
        "cts_hold_buf": 0,
        "cts_made_buffers": 3,
    },
    "final_layout": {
        "regMostFlops": "pc",
        "reg_top3": "pc (8)",
        "syn2layout_area_growth_pct": 54.9,
        "drive_above_1_share": 0.0833,
        "largest_reg_flops": 8,
        "instances_no_fill": 258,
        "fin_area_um2": 1450,
    },
    "run": {
        "cap_violations": 0,
        "warning_count": 27,
    },
    "hold_path": {
        "hp-class": "in -> async",
    },
}
-- final cells by class --
type	count	area, um^2
Clock buffer	3	41.3
Fill cell	842	6190
Inverter	6	22.5
Multi-Input combinational cell	103	707
Sequential cell	8	200
Tap cell	102	128
Timing Repair Buffer	36	355
-- logic make-up after synthesis --
group / count (synthesis) / synth area share
and+or+nand+nor: 45 / 0.249
AOI/OAI and AO/OA: 41 / 0.295
adders and majority gates: 9 / 0.128
buffers and inverters: 8 / 0.0333
DFF: 8 / 0.213
xor gates and xnor gates: 4 / 0.0373
muxes: 4 / 0.0440
-- cells in the mapped netlist --
master	number	area, um^2
o21bai_1	1	7.51
and3_1	2	12.5
o311a_1	1	10.0
o2111ai_2	1	15.0
a31o_1	1	8.76
buf_2	1	5.00
nand3_1	6	30.0
ha_1	8	100
nand2_1	12	45.0
a311oi_1	1	8.76
xor2_1	1	8.76
nor2b_1	2	12.5
a31oi_1	1	6.26
fa_1	1	20.0
and3_4	3	33.8
inv_1	5	18.8
o21ai_0	13	65.1
a2bb2oi_1	3	26.3
mux2i_1	3	30.0
a211o_2	1	10.0
a21oi_1	8	40.0
a32oi_1	1	8.76
a211oi_1	2	15.0
o211ai_1	2	15.0
nand2b_1	3	18.8
or2_2	1	6.26
clkinv_1	1	3.75
clkbuf_1	1	3.75
xnor2_1	3	26.3
or4b_1	1	10.0
dfrtp_1	8	200
nor2_1	10	37.5
nor3_1	3	15.0
o22ai_1	2	12.5
mux2_2	1	11.3
a31oi_2	1	12.5
and2_1	2	12.5
a21o_1	2	15.0
-- worst min-delay path by stage --
stage                          endpoint  slack (ns)  start  depth (start not counted)
after CTS             pc[7]$_DFFE_PP0P_        0.61    rst                          2
after global routing  pc[7]$_DFFE_PP0P_        0.64    rst                          2
final                 pc[7]$_DFFE_PP0P_        0.60    rst                          2
-- stage by stage --
step / total power, mW / setup slack, ns / util
floorplan: 0.385 / 0.956 / -
global placement: 0.532 / 0.281 / 0.185
detailed placement: 0.536 / 0.264 / 0.185
CTS: 0.667 / 0.499 / 0.190
global route: 0.727 / 0.343 / 0.190
finish: 0.657 / 0.513 / 0.190
-- routing by layer --
| layer | vias to the layer above | wire length (um) | GRT usage |
|---|---|---|---|
| met3 | 2 | 157 | 0.0127 |
| met1 | 456 | 1350 | 0.0623 |
| li1 | 519 | - | - |
| met2 | 25 | 1550 | 0.0970 |
| met5 | - | 0 | 0 |
| met4 | 0 | 29 | 0.00954 |
-- placed cells by master, fill, tap and decap left out, drive strengths merged, types with 5 or more instances in the layout --
| cell | synthesis | routed |
|---|---|---|
| and3 | 5 | 5 |
| nand2 | 12 | 12 |
| nor2 | 10 | 10 |
| inv | 5 | 5 |
| a21oi | 8 | 8 |
| dfrtp | 8 | 8 |
| clkdlybuf4s50 | 0 | 34 |
| o21ai | 13 | 13 |
| ha | 8 | 8 |
| nand3 | 6 | 6 |
-- power by group through the flow --
stage / sequential, mW / clock, mW / combinational (mW)
6_report: 0.185 / 0.126 / 0.346
4_1_cts: 0.187 / 0.130 / 0.351
5_1_grt: 0.194 / 0.136 / 0.397
-- worst max-delay path, stage by stage --
cell,delay (ns)
clkdlybuf4s50_1,0.47
ha_1,0.20
inv_1,0.07
fa_1,0.40
nand2b_1,0.18
a21oi_1,0.19
o22ai_1,0.13
mux2i_1,0.18
a2bb2oi_1,0.09
No activity file was given, so power comes from the tool's default toggle rates.
